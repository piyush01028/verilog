--- design/flow/run.sh ---
#!/bin/bash
# OpenROAD 26Q1-2900-gdf79404cd8, Yosys 0.63+post, stock flow scripts
make -C /OpenROAD-flow-scripts/flow DESIGN_CONFIG=/design/flow/config.mk WORK_HOME=/design/flow/orfs finish
--- design/flow/config.mk ---
export PLATFORM = sky130hd
export DESIGN_NAME = bin_bcd
export DESIGN_NICKNAME = bin_bcd
export VERILOG_FILES = /design/flow/design.v
export SDC_FILE = /design/flow/constraint.sdc
export NUM_CORES = 4
export LEC_CHECK = 1
export CORE_AREA = 10 10 70 70
export DIE_AREA = 0 0 80 80
--- design/flow/constraint.sdc ---
current_design bin_bcd

set clk_period 1.4
set clk_io_pct 0.2

create_clock -name clk0 -period $clk_period

set non_clock_inputs [all_inputs -no_clocks]
set_input_delay [expr $clk_period * $clk_io_pct] -clock clk0 $non_clock_inputs
set_output_delay [expr $clk_period * $clk_io_pct] -clock clk0 [all_outputs]
--- design/flow/design.v ---
module bin_bcd(a,cout,s);
    input [4:0] a;
    output reg [1:0]cout;
    output reg [3:0] s;
    reg [5:0] temp;
    reg [1:0]x;
    always@(a)
    begin
        x = a/10 ;
        temp = a + 6*x;
        s = temp[3:0];
        cout = temp[5:4];
    end
endmodule
module tb_bin_bcd;
    reg [4:0]a;
    wire [3:0]sum;
    wire [1:0]cout;
    bin_bcd B(.a(a),.cout(cout),.s(sum));
    initial begin
      $monitor($time," a = %d cout = %b s = %b",a,cout,sum);
      #5 a = 7;
      #5 a = 14;
      #5 a = 20;
      #5 a = 23;
      #5 a = 30;
    end
endmodule
==> run summary <==
fresh numbers from the pnr run: core box area=3420 um2, Fmax achieved=397 MHz, Sw Ratio=37.4%, post-layout minimum cycle time=2520 ps, Synth Area in Compound Gates=23.4%, dpl cells=84, n_diodes=0, Post-Route WL=656 um, Final GP Congestion=0.703, gr usage total=2.01%, Slew headroom=88.8%, Chip Area, Yosys=230 um2, internal power=126 uW, Leak=0.232 nW, sequential share of the synthesized area=0%, flip-flop and latch area=0 um2, FP Rows=21, worst setup margin=-1120 ps, CP dominant cell by count=ha_4, period utilization=180%, Logic area=282 um2, CP peak stage delay=290 ps, top comb family, area=adder cells, crit path to=cout[0], Critical Path RT=1120 ps, Final Util=14.5%, hpwl dp=540 um, Final Hold Fails=0, number of max-cap violations=0, boundary pin count=11, Comb pwr share=100.0%, cell count after synthesis=23, yosys cell count=23, failing checks=negative setup slack, overall power=201 uW, switching power=75.2 uW, Total Neg Setup Slack=-5070 ps, Cell Count, Final, Fillers Out=88, Adder Share, Synth=46.7%, Pwr Density=404 nW/um2, Overflow after GRT=0, Max-area cell share=38.0%, Remaining DRCs=0, Die X=80 um, Critical Path Fanout Max=2, DR iter-0 viols=2, cell area after synthesis=230 um2, Unique cell types=15, global-route wire length before repair=1.08 mm, dominant logic cell type in the layout=buf_4, largest net degree at the start of global routing=6, Slew @ Worst Pin=168 ps, Chip Area=6400 um2, initial antenna violation count=0, Critical path origin=a[3], min-delay worst type=input port to primary output, Worst Setup End Kind=primary output, Setup Crit Path Kind=input port to primary output, Mean Syn Cell Area=10.0 um2, Cell Chain, Critical Path=buf_6 -> or2_4 -> ha_4 -> nand3b_4 -> a22o_4 -> ha_4 -> ha_4 -> a21o_1 -> a21oi_2 -> xnor2_1 -> buf_2, Synth area leader=ha_1, vias=227, # clk buffers=0, Max VDD drop=102 uV, Synth Area in XOR/XNOR=7.61%, Antenna Nets Post-Route=0, DR vias/cell=2.58, most common logic cells in the final layout=buf_4, ha_1, buf_2, status=complete, but fails checks, Critical Path AT=2240 ps, yosys warns=1, Die Y=80 um, FILL cells=393, share of cells above drive strength 1=66.7%, multiplexer share of the synthesized area=0%, count of final setup violators=5, Worst setup SP type=input port, yosys simple share=19.0%, Seq Cell Count=0, clock share of power=0%, starting density of the core=6.74%, mean routed wirelength per cell=7.45 um, Layout area overhead=116%, Synth area leaders=ha_1, a21o_1, fa_1, number of logged tool warnings=36, Seq pwr share=0%, PortBufs=9, slowest CP cell=ha_4, Slew Viols, Final=0, pre-CTS WS=-1880 ps, vias in the first global route=221, unrepaired setup endpoints after global routing=true, iteration count of the initial detailed-routing pass=2
cells by family (layout without fill, tap and decap cells):
family | Yosys count | after routing
buf+inv | 1 | 20
xor+xnor | 2 | 2
simple gates | 5 | 5
compound gates | 7 | 7
fa+ha+maj | 8 | 8
power by group through the flow:
stage	logic (mW)	clock network [mW]	registers, mW
6_report	0.201	0	0
5_1_grt	0.231	0	0
4_1_cts	0.194	0	0
through the flow:
stage	hold slack, ps	cell area (um2)
after floorplan	626	265
after global placement	560	458
after detailed placement	560	458
after CTS	560	465
after global routing	560	497
final	560	497
worst max-delay path: cells and delay by family:
family | cells | cell delay [ps]
simple gates | 2 | 400
xor+xnor | 1 | 130
compound gates | 3 | 530
buf+inv | 2 | 210
fa+ha+maj | 3 | 680
layer usage:
layer	vias to the layer above	routed length (um)	global-route usage [%]
met5	-	0	0
met3	0	71	0.795
li1	121	-	-
met2	7	210	2.49
met1	99	375	3.24
met4	0	0	0
synth_stat cells:
cell type,count
nand3b_4,1
a22oi_1,1
xor2_1,1
o21ai_0,1
a22o_2,1
a21oi_2,1
or2_4,1
fa_1,1
and2_2,1
a21o_1,3
nor2_1,1
xnor2_1,1
ha_1,7
buf_4,1
nand2_1,1
how the worst min path moves through the flow:
stage | startpoint | endpoint | slack, ps | cells after the start
CTS | a[0] | s[0] | 560 | 0
global route | a[0] | s[0] | 560 | 0
finish | a[0] | s[0] | 560 | 0
cell type report:
cell class                      instances  share of cell area [%]
Multi-Input combinational cell         22                    56.7
Tap cell                               46                    11.6
Timing Repair Buffer                   20                    31.7
timing repair:
item	in CTS	in global routing
gates resized	26	2
pin swaps	6	8
hold buffers	0	0
setup buffers	2	2
setup endpoints to repair	5	5
Power figures rest on the tool's default switching activity, not on a simulated workload.
